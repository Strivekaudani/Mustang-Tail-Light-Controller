--- run.sh ---
#!/bin/bash
# OpenROAD 26Q1-2900-gdf79404cd8, Yosys 0.63+post, stock flow scripts
make -C /OpenROAD-flow-scripts/flow DESIGN_CONFIG=/design/flow/config.mk WORK_HOME=/design/flow/orfs finish
--- config.mk ---
export PLATFORM = sky130hd
export DESIGN_NAME = tail_light_control
export DESIGN_NICKNAME = tail_light_control
export VERILOG_FILES = /design/flow/design.v
export SDC_FILE = /design/flow/constraint.sdc
export NUM_CORES = 4
export LEC_CHECK = 1
export CORE_AREA = 10 10 73 73
export DIE_AREA = 0 0 83 83
--- constraint.sdc ---
current_design tail_light_control

set clk_period 2.3
set clk_io_pct 0.2

create_clock -name clk0 -period $clk_period [get_ports {clk}]

set non_clock_inputs [all_inputs -no_clocks]
set_input_delay [expr $clk_period * $clk_io_pct] -clock clk0 $non_clock_inputs
set_output_delay [expr $clk_period * $clk_io_pct] -clock clk0 [all_outputs]
--- design.v ---
`timescale 1ns / 1ps
module tail_light_control(
    input wire	     clk,
    input wire	     rst_n,
    input wire	     brake,
    input wire	     turn_right,
    input wire	     turn_left,
    output reg [2:0] right_tail_light_control,
    output reg [2:0] left_tail_light_control
    );
   reg [2:0]	     count;   
   reg [2:0]	     count_next;   
   reg [3:0]	     right_tail_light_control_next;
   reg [3:0]	     left_tail_light_control_next;
    always @(posedge clk or negedge rst_n)
    begin
        if (rst_n == 1'b0) begin
	   count                    <= 3'b000;
	   right_tail_light_control <= 3'b000;
           left_tail_light_control  <= 3'b000;
        end else begin
	   count                    <= count_next;
	   right_tail_light_control <= right_tail_light_control_next;
	   left_tail_light_control  <= left_tail_light_control_next;
        end   
    end
    always @(*)
      begin
	 count_next = count;
	 right_tail_light_control_next = right_tail_light_control;
	 left_tail_light_control_next = left_tail_light_control;
	 if(count >= 3'b101)begin
	    count_next = 3'b000;
	 end 
	 if(turn_right == 1'b1)begin
	    if(count == 3'b100)begin
	       case(right_tail_light_control)
		 3'b000: right_tail_light_control_next = 3'b001;
		 3'b001: right_tail_light_control_next = 3'b011;
		 3'b011: right_tail_light_control_next = 3'b111;
		 3'b111: right_tail_light_control_next = 3'b000;
		 default: right_tail_light_control_next = 3'b000;
	       endcase  
	    end
	 end  
	 if(turn_left == 1'b1)begin
	    if(count == 3'b100)begin
	       case(left_tail_light_control)
		 3'b000: left_tail_light_control_next = 3'b001;
		 3'b001: left_tail_light_control_next = 3'b011;
		 3'b011: left_tail_light_control_next = 3'b111;
		 3'b111: left_tail_light_control_next = 3'b000;
		 default: left_tail_light_control_next = 3'b000;
	       endcase  
	    end
	 end  
	 if(brake == 1'b1)begin
	    if(count == 3'b100)begin
	       right_tail_light_control_next = 3'b111;
	       left_tail_light_control_next = 3'b111;
	    end
	 end
	 if((turn_right == 1'b1) & (brake == 1'b1))begin
	    if(count == 3'b100)begin
	       left_tail_light_control_next = 3'b111;
	       case(right_tail_light_control)
		 3'b000: right_tail_light_control_next = 3'b111;
		 3'b111: right_tail_light_control_next = 3'b011;
		 3'b011: right_tail_light_control_next = 3'b001;
		 3'b001: right_tail_light_control_next = 3'b000;
		 default: right_tail_light_control_next = 3'b000;
	       endcase  
	    end
	 end  
	 if((turn_left == 1'b1) & (brake == 1'b1))begin
	    if(count == 3'b100)begin
	       right_tail_light_control_next = 3'b111;
	       case(left_tail_light_control)
		 3'b000: left_tail_light_control_next = 3'b111;
		 3'b111: left_tail_light_control_next = 3'b011;
		 3'b011: left_tail_light_control_next = 3'b001;
		 3'b001: left_tail_light_control_next = 3'b000;
		 default: left_tail_light_control_next = 3'b000;
	       endcase  
	    end
	 end  
	 count_next = count + 1;
    end 
endmodule
==> summary.rpt <==
=== SYNTHESIS / PLACE & ROUTE SUMMARY ===
----------------------------------------------------
[Placement]
  Post-Place Setup Slack ........................ 0.3997 ns
  Half-perimeter wire length of the detailed placement result ........................ 1002 µm
  Count of input and output buffers ........................ 10
  Final weighted congestion of routability-driven global placement ........................ 0.7652

[Floorplanning]
  Starting density of the core ........................ 14.71%
  Ports ........................ 11
  Die height ........................ 83 µm
  Floorplan core area ........................ 3744 µm²
  Chip Footprint ........................ 6889 µm²
  Floorplan row count ........................ 22
  Chip Width ........................ 83 µm

[Clock network]
  Maximum buffer depth of the clock tree ........................ 2
  Sink count of the clock tree ........................ 9
  Setup Buffers After CTS ........................ 0
  Number of buffers added by the clock tree synthesis step ........................ 3
  Post-cts repair resize count ........................ 0
  Buffer cell driving the clock tree root ........................ sky130_fd_sc_hd__clkbuf_8
  Clock latency reported for the late side of the worst-skew pair ........................ 0.23 ns
  Hold-fix buffer count after cts ........................ 0
  TritonCTS clock tree ........................ yes
  CTS H-tree depth ........................ 1
  Clock transition at the registers of the reported paths ........................ 0.04 ns

[Logic synthesis]
  Most used flip-flop cell ........................ sky130_fd_sc_hd__dfrtp_1
  Number of cells produced by synthesis ........................ 65
  Ys async rst share ........................ 100.0%
  Yosys synthesis chip area ........................ 550.5 µm²
  Avg Cell Area, Syn ........................ 8.470 µm²
  Unique masters post-synth ........................ 27
  Warnings, synthesis ........................ 1
  Seq cells post-synth ........................ 9
  Yosys cell count ........................ 65
  Count of flip-flops with a built-in enable after synthesis ........................ 0
  Post-synth seq share ........................ 40.91%
  Synthesized cell area ........................ 550.5 µm²

[Routing]
  Via/cell ratio ........................ 3.944
  First DRT Iteration DRCs ........................ 55
  First-pass detailed-route iteration total ........................ 4
  Total via count after detailed routing ........................ 493
  DRC Markers ........................ 0
  Wire length reported by the detailed router ........................ 1240 µm
  Post-route antenna net violation count ........................ 0
  Diode insertion count for antenna repair ........................ 0
  WL/cell ........................ 9.920 µm

[Worst setup path]
  Required time at the endpoint of the critical path ........................ 1.84 ns
  Type of the worst setup path ........................ flip-flop to primary output
  Critical Path Slowest Stage Cell ........................ sky130_fd_sc_hd__clkdlybuf4s50_1
  Slack of the worst reg-to-reg path ........................ 0.88 ns
  Cell family with most CP delay ........................ buffers and inverters
  Critical-path cell list ........................ clkdlybuf4s50_1
  Startpoint of the worst-slack reg-to-reg timing path ........................ count[0]
  Max FO, Critical Path ........................ 7
  Kind of launch point of the worst setup path ........................ flip-flop
  Number of buffers and inverters on the critical path ........................ 1
  Data arrival time at the worst-slack endpoint ........................ 1.23 ns
  Kind of end point of the critical path ........................ primary output
  Beginning of the critical path ........................ left_tail_light_control[2]
  Worst stage delay on the critical path ........................ 0.52 ns

[Final timing]
  Min cycle time layout ........................ 1.686 ns
  Max-slew violations ........................ 0
  Final Worst Setup Slack ........................ 0.6142 ns
  Unrepaired setup endpoints after global routing ........................ no
  Setup TNS ........................ 0 ns
  Clock skew after layout ........................ 0.002072 ns
  Achievable frequency ........................ 593.2 MHz
  Actual slew at the worst max-slew pin ........................ 0.4537 ns
  Final hold violation count ........................ 0
  Slew Limit Headroom ........................ 69.66%
  Final critical-path share of the clock period ........................ 73.30%
  Finish-stage setup viols ........................ 0

[Worst hold path]
  Start point of the worst hold path ........................ count[0]
  Class of the most critical hold timing path ........................ flip-flop to flip-flop

[Power and ir drop]
  Worst voltage drop across the vdd grid ........................ 0.1748 mV
  Power per unit of standard cell area ........................ 595.8 nW/µm²
  Static Leak ........................ 0.2934 nW

[Cells and area]
  Fraction of layout cells with a size suffix above 1 ........................ 6.494%
  P&R area growth vs syn ........................ 35.00%

[Status]
  Status ........................ finished, final reports clean

[Global routing]
  Global router's overall resource usage ........................ 3.458%
  Number of global-route vias before repair ........................ 444
  Maximum number of pins on one net before global-route repair ........................ 14
  Initial antenna violation count ........................ 0
  First-pass GRT wire length ........................ 2083 µm
  Overflow after GRT ........................ 0

[Flow run]
  Max-capacitance violation count ........................ 0
  Count of warning messages emitted by the tools ........................ 26

----------------------------------------------------
==> per-stage QoR <==
stage	instance area [µm²]	hold slack, ns	utilization [%]	power [W]	std cells
after CTS	743.2	0.4466	19.85	0.0004513	125
after global placement	698.2	0.4278	18.65	0.0002673	121
after global routing	743.2	0.4492	19.85	0.0004702	125
after floorplan	550.5	0.1644	-	0.0002246	65
after detailed placement	698.2	0.4417	18.65	0.0002682	121
final	743.2	0.4428	19.85	0.0004428	125
==> synthesized netlist by cell type (2+ instances only) <==
master	count	share of area, %
sky130_fd_sc_hd__a21oi_1	5	4.5
sky130_fd_sc_hd__a22oi_1	2	2.7
sky130_fd_sc_hd__a31oi_1	2	2.3
sky130_fd_sc_hd__and3_1	2	2.3
sky130_fd_sc_hd__dfrtp_1	9	41
sky130_fd_sc_hd__ha_1	2	4.5
sky130_fd_sc_hd__inv_1	3	2.0
sky130_fd_sc_hd__nand2_1	8	5.5
sky130_fd_sc_hd__nor2_1	9	6.1
sky130_fd_sc_hd__o21ai_0	5	4.5
sky130_fd_sc_hd__o21ai_1	2	1.8
==> where the power goes <==
group | total, W | internal [W] | switching, W | leakage, nW
Combinational | 0.0000724 | 0.0000450 | 0.0000274 | 0.160
Sequential | 0.000192 | 0.000170 | 0.0000216 | 0.111
Clock | 0.000179 | 0.000120 | 0.0000581 | 0.0228
Total | 0.000443 | 0.000336 | 0.000107 | 0.293
==> worst paths after layout <==
path                                                to  cells past startpoint
max in group asynchronous   left_tail_light_control[1]                      1
max reg2reg                right_tail_light_control[2]                      6
min                                           count[0]                      1
min reg2reg                                   count[0]                      1
min in group asynchronous  right_tail_light_control[1]                      1
max                         left_tail_light_control[2]                      1
==> cell type report <==
type | count | area, µm²
fill | 433 | 3000
multi-input combinational | 50 | 297.8
sequential | 9 | 225.2
timing repair buffer | 10 | 100.1
tap | 48 | 60.06
clock buffer | 4 | 45.04
inverter | 4 | 15.01
==> kinds of logic (layout without fill, tap and decap cells) <==
group / Yosys count / count (layout) / share of synthesized area (%)
XOR/XNOR: 1 / 1 / 1.591
AND/OR/NAND/NOR: 27 / 27 / 26.14
flip-flops: 9 / 9 / 40.91
AND-OR/OR-AND: 20 / 20 / 21.82
buffers and inverters: 6 / 18 / 4.999
adder cells (fa/ha/maj): 2 / 2 / 4.545
==> metal layers <==
| layer | vias up | global-route usage [%] | share of wire, % |
|---|---|---|---|
| met2 | 9 | 5.587 | 48 |
| met5 | - | 0 | 0 |
| met4 | 0 | 0.9231 | 2.4 |
| li1 | 256 | - | - |
| met1 | 223 | 4.140 | 45 |
| met3 | 5 | 1.378 | 4.8 |
==> state kept, by name, indices dropped and copies added, names as in the netlist <==
signal	count
right_tail_light_control	3
count	3
left_tail_light_control	3
==> worst register-to-register path, cell delays in order (launching register included) <==
cell                       delay (ns)
sky130_fd_sc_hd__dfrtp_1         0.37
sky130_fd_sc_hd__inv_1           0.08
sky130_fd_sc_hd__ha_1            0.19
sky130_fd_sc_hd__nand2_1         0.17
sky130_fd_sc_hd__nor2_1          0.25
sky130_fd_sc_hd__a22oi_1         0.10
sky130_fd_sc_hd__o221ai_1        0.17
==> cell usage in the layout, fill, tap and decap left out, types with 3 or more instances in the layout <==
| master | n |
|---|---|
| sky130_fd_sc_hd__clkdlybuf4s50_1 | 10 |
| sky130_fd_sc_hd__dfrtp_1 | 9 |
| sky130_fd_sc_hd__clkbuf_8 | 3 |
| sky130_fd_sc_hd__inv_1 | 3 |
| sky130_fd_sc_hd__nand2_1 | 8 |
| sky130_fd_sc_hd__a21oi_1 | 5 |
| sky130_fd_sc_hd__o21ai_0 | 5 |
| sky130_fd_sc_hd__nor2_1 | 9 |
Power figures rest on the tool's default switching activity, not on a simulated workload.
